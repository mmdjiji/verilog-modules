File: flow/run.sh
#!/bin/bash
# OpenROAD 26Q1-2900-gdf79404cd8, Yosys 0.63+post, stock flow scripts
make -C /OpenROAD-flow-scripts/flow DESIGN_CONFIG=/design/flow/config.mk WORK_HOME=/design/flow/orfs finish
File: flow/config.mk
export PLATFORM = sky130hd
export DESIGN_NAME = keytest
export DESIGN_NICKNAME = keytest
export VERILOG_FILES = /design/flow/design.v
export SDC_FILE = /design/flow/constraint.sdc
export NUM_CORES = 4
export LEC_CHECK = 1
export CORE_AREA = 10 10 106 106
export DIE_AREA = 0 0 116 116
File: flow/constraint.sdc
current_design keytest

set clk_period 3.4
set clk_io_pct 0.2

create_clock -name clk0 -period $clk_period [get_ports {clk}]

set non_clock_inputs [all_inputs -no_clocks]
set_input_delay [expr $clk_period * $clk_io_pct] -clock clk0 $non_clock_inputs
set_output_delay [expr $clk_period * $clk_io_pct] -clock clk0 [all_outputs]
File: flow/design.v
module keytest(clk, rst, keyin, keyout);
input clk, rst, keyin;
output reg keyout = 1;
reg [31:0] count = 0;
reg en = 1;
always @(posedge clk or negedge rst) begin
	if(!rst) begin
		keyout <= 1;
		count <= 0;
	end
	else if(clk) begin
		if(keyin == 0 && count == 0 && en) begin  
			count <= 12000000;  
			en <= 0;
		end
		else if(count == 1) begin  
			keyout <= 0;
			count <= 0;
		end
		else if(count != 0) begin  
			count <= count - 1;
			keyout <= 1;
		end
		if(keyin == 1) en <= 1;
	end
end
endmodule
==> metrics.yaml <==
outcome:
  outcome: "finished clean"
routing:
  via_per_inst: 4.31
  dr.pass1.iters: 3
  antenna_left: 0
  vias: 1268
  drc: 0
  detail_route.wl_per_cell_um: 11.5
  drt-initial-drc-count: 80
  routed_wl_um: 3390
  antennaDiodeCount: 0
critical_path:
  slowest_stage: "nor4_1"
  cpPeakStageDelay_ns: 0.59
  crit_fanout: 29
  cp.depth: 6
  worstPathRequired_ns: 3.55
  worst_path_dominant_cell_family: "simple AND/OR/NAND/NOR gates"
  worstSetupPathType: "flip-flop to flip-flop"
  r2r.worst_path.cells: 6
  arrival_ns: 2.80
  endpoint_kind: "flip-flop"
  path_cells: "nor4_1 > nand4_1 > nor4_4 > and2b_1 > buf_4 > o21ai_0"
  worst-path-buf-inv: 1
  crit_path_start_kind: "flip-flop"
  ff2ff_setup_slack_ns: 0.74
cts:
  cts_made_buffers: 5
  clock_latency_ns: 0.28
  clkSlewWorstSetupHoldPaths_ns: 0.07
  cts_setup_buffers: 0
  cts_resized: 0
  clock-sinks: 34
  cts_root_buffer: "clkbuf_8"
  cts_tree: "done"
  cts_hold_buf: 0
  cts_max_path_buffers: 2
  cts-htree-levels: 2
floorplan:
  rows: 34
  die_w_um: 116
  fp-utilization: 0.198
  boundaryPins: 4
  core_um2: 8850
  chipArea_um2: 13500
  dieHeight_um: 116
synthesis:
  synthTopCellsByCount: "dfrtp_1 (32), nor2_1 (27), xnor2_1 (24)"
  yosysWarnings: 1
  async_flop_share: 0.971
  postSynthAreaPerCell_um2: 9.90
  syn_inst: 177
  fa_ha_area_frac: 0.0214
  yosys.cell_types.count: 35
  syn-cell-area_um2: 1750
  ys_seq_frac: 0.489
  mux_area_frac: 0.0121
  synth-edff-count: 1
  synth-main-ff-cell: "dfrtp_1"
  synthXorXnorAreaFrac: 0.125
  synth_top_cell_by_count: "dfrtp_1"
  ys.flops: 34
  logic_family: "simple AND/OR/NAND/NOR gates"
  ys_sh_simple: 0.266
  aoi_share: 0.0664
  top_cells_by_area: "dfrtp_1 (46%), xnor2_1 (12%), nor2_1 (5.8%)"
  yosys_cells: 177
  top_area_frac: 0.457
  ys_chip_area_um2: 1750
  top_area_cell: "dfrtp_1"
finish:
  area_growth_pct: 13.9
  stdcell_area_um2: 2000
  drive_above_1_share: 0.0753
placement:
  dpl-instance-area_um2: 1900
  dp_hpwl_um: 2300
  dp_slack_ns: 0.755
  place_congestion: 0.786
  port_buffers: 3
worst_hold_path:
  holdPathStages: 1
  min_path_type: "flip-flop to flip-flop"
final_timing:
  rsz0062_at_grt: "no"
  setup_ws_ns: 0.742
  finalSetupTns_ns: 0
  fin_skew_ns: 0.00353
  finalMaxSlewViolations: 0
  min_period_ns: 2.66
  period_used_share: 0.782
  worst_slew_pin_slew_ns: 0.632
  maxSlewHeadroom: 0.575
  setup_viol: 0
  timing.fmax_ghz: 0.376
  hold_viol_final: 0
power_and_ir_drop:
  leakagePower_nw: 0.705
  irDropWorstVdd_mv: 0.251
  p_per_area_nw_per_um2: 364
flow_run:
  warnings: 27
  cap_viol_max_count: 0
global_routing:
  grt_start_max_net_pins: 34
  overflow: 0
  track_usage: 0.0545
  antenna_found_initial: 0
  grt_pass1_wl_um: 6110
  grt_pass1_vias: 1283
-- worst reg2reg max path, delay by kind of cell, from the launching register on --
kind | cells | cell delay, ns
DFF | 1 | 0.41
AOI/OAI and AO/OA | 1 | 0.15
and+or+nand+nor | 4 | 1.67
buffers and inverters | 1 | 0.28
-- report_power, final --
group | total (mW) | internal, mW | switching (mW)
Sequential | 0.407 | 0.407 | 0.000419
Clock | 0.307 | 0.163 | 0.144
Combinational | 0.0127 | 0.00362 | 0.00911
-- cell type report --
class                      count  area [um^2]
tap                          108          135
sequential                    34          857
fill                         944         6850
inverter                       2         7.51
clock inverter                 1         5.00
multi-input combinational    137          860
clock buffer                   7         86.3
timing repair buffer           5         45.0
-- kinds of logic after synthesis --
| kind of cell | after synthesis |
|---|---|
| AND/OR/NAND/NOR | 86 |
| flip-flops | 34 |
| XOR/XNOR | 25 |
| AND-OR/OR-AND | 21 |
| buffers and inverters | 6 |
| adder cells (fa/ha/maj) | 3 |
| multiplexers | 2 |
-- through the flow --
step                cells  hold WS, ns  total power, mW   util
finish                294        0.508            0.727  0.226
global route          294        0.535            0.756  0.226
global placement      286        0.486            0.429  0.215
floorplan             177        0.384            0.417      -
detailed placement    286        0.504            0.429  0.215
CTS                   294        0.513            0.734  0.226
-- cells in the final DEF (no fill, tap or decap), types with 2 or more instances in the layout --
| master | n |
|---|---|
| buf_4 | 2 |
| xnor2_1 | 24 |
| o21ai_0 | 14 |
| ha_1 | 3 |
| clkdlybuf4s50_1 | 3 |
| nand3_1 | 6 |
| nand4_1 | 2 |
| nor2_1 | 27 |
| dfrtp_1 | 32 |
| a21oi_1 | 2 |
| or4_4 | 2 |
| or3_1 | 5 |
| nor2b_1 | 3 |
| nor4_1 | 12 |
| or4_1 | 3 |
| nor3b_1 | 2 |
| nand2_1 | 6 |
| clkbuf_8 | 6 |
| inv_1 | 2 |
| nor3_1 | 14 |
-- flip-flops by register name (all words and copies together) (netlist names) --
signal / count
en: 1
count: 32
keyout: 1
-- metal layers --
metal | GRT usage | routed length, um
met3 | 0.0141 | 105
met2 | 0.0849 | 1480
met4 | 0.00751 | 63
met1 | 0.0769 | 1750
met5 | 0 | 0
-- path summary, 6_finish.rpt --
check	end	start
min reg2reg	count[29]	count[29]
min in group asynchronous	count[16]	rst
max reg2reg	count[16]	count[6]
max	count[16]	count[6]
min	count[29]	count[29]
max in group asynchronous	keyout	rst
Power and IR drop assume default switching activity.
