## design/flow/run.sh

```bash
#!/bin/bash
# OpenROAD 26Q1-2900-gdf79404cd8, Yosys 0.63+post, stock flow scripts
make -C /OpenROAD-flow-scripts/flow DESIGN_CONFIG=/design/flow/config.mk WORK_HOME=/design/flow/orfs finish
```

## design/flow/config.mk

```make
export PLATFORM = sky130hd
export DESIGN_NAME = dvf
export DESIGN_NICKNAME = dvf
export VERILOG_FILES = /design/flow/design.v
export SDC_FILE = /design/flow/constraint.sdc
export NUM_CORES = 4
export LEC_CHECK = 1
export CORE_UTILIZATION = 50
```

## design/flow/constraint.sdc

```tcl
current_design dvf

set clk_period 13.9
set clk_io_pct 0.2

create_clock -name clk0 -period $clk_period [get_ports {clk}]

set non_clock_inputs [all_inputs -no_clocks]
set_input_delay [expr $clk_period * $clk_io_pct] -clock clk0 $non_clock_inputs
set_output_delay [expr $clk_period * $clk_io_pct] -clock clk0 [all_outputs]
```

## design/flow/design.v

```verilog
module dvf(clk, data_in, div);
input clk;
input [31:0] data_in;
output div;
reg [31:0] cnt1, cnt2, cnt3;
reg div_odd_1, div_odd_2, div_even;
always @(posedge clk) begin
	cnt1 = cnt1 + 1;
	if(cnt1 >= data_in>>1) begin
		cnt1 = 0;
		div_even = ~div_even;
	end
end
always @(posedge clk) begin
	cnt2 = cnt2 + 1;
	if(cnt2 == (data_in+1)>>1) begin
		div_odd_1 = ~div_odd_1;
	end
	else if(cnt2 == data_in) begin
		cnt2 = 0;
		div_odd_1 = ~div_odd_1;
	end
end
always @(negedge clk) begin
	cnt3 = cnt3 + 1;
	if(cnt3 == (data_in+1)>>1) begin
		div_odd_2 = ~div_odd_2;
	end
	else if(cnt3 == data_in) begin
		cnt3 = 0;
		div_odd_2 = ~div_odd_2;
	end
end
assign div = data_in[0] ? (div_odd_1 | div_odd_2) : div_even;
endmodule 
```

==> Changelog: implementation <==
### Metrics

* DR pass1 iterations at 5
* Largest net degree at the start of global routing at 33
* Layout area overhead at 9.80%
* Crit path from: data_in[5]
* Power density cells at 71.5 mW/mm^2
* Hold Path Cell Cnt at 1
* Post_cts resized at 0
* Post-synth regs at approximately 100
* Die Ht at 132 um
* Core Rows at ~47
* Vias per cell at roughly 5.6
* Setup Fix Bufs, Post-CTS at 0
* Combinational Area at between 0.006 and 0.007 mm^2
* Setup TNS Final at 0 ns
* Largest stage delay, worst path at about 0.75 ns
* Buffers on Ports at 33
* R2R setup slack at a little under 10 ns
* Syn Inst Count at slightly above 1k
* Critical Path, Cell by Cell: clkdlybuf4s50_1, nand4_4, nor4_1, nand2_1, or3_1, xnor2_1, xnor2_1, nor3b_1, a311oi_4, buf_4, nor2b_2
* Die width at roughly 130 um
* Core footprint at 0.0166 mm^2
* FF+latch area at 0.00201 mm^2
* Status: finished clean
* Fillcell total at ~1.5k
* Antenna cells at 0
* Most used cell, CP: xnor2_1
* CTS tree: yes
* Worst-case vdd ir drop at roughly 0.06 mV
* Startpoint types: input port
* Clk latency late pin at roughly 0.41 ns
* Async SR Flop Fraction at 0
* Crit. End Element: register
* Worst Reg-to-Reg Cells at 10
* R2r endpoint: cnt2[11]
* Non-filler cells, final at approximately 1.3k
* Dominant cell area share at 0.226
* Final Hold Viols at 0
* Hpwl dp at approximately 19 mm
* Crit path arrival time at ~6.4 ns
* Critical Path RT at 7.29 ns
* Clock root buffer: clkbuf_16
* First-pass GRT wire length at around 37 mm
* Synth cell types at roughly 72
* Ys cells at between 1k and 1.5k
* Drt wl/cell at around 18 um
* Worst hold path class: register to register
* Critical setup path kind: input port to register
* Clock Skew at 0.0211 ns
* Relative slew slack at 0.525
* CP max-delay cell: clkdlybuf4s50_1
* Post-Syn Area at ~0.0085 mm^2
* RSZ-0062 raised after global routing: false
* YS warnings at 1
* Final GP Congestion at 0.983
* Mean post-synth cell area at 8.38 um^2
* GR Util All Layers at 0.283
* Critical R2R Launch: cnt2[0]
* LEAKAGE at 3.63 nW
* Via count of the first global-routing pass at 6,805
* Pre-Place Util at 0.513
* Worst Hold End: cnt1[0]
* Synth Seq Share at 0.237
* Dominant cell type by area after synthesis: dfxtp_1
* Cts hold-fix bufs at 0
* 1st-iter DRT viols at between 500 and 600
* Congestion Overflow GR at 0
* Share of layout cells above drive strength 1 at 0.0636
* DRC Markers at 0
* Worst Tran Pin Value at 0.713 ns
* Max_cap viols at 0
* Number of warnings in the stage logs at 58
* Initial antenna violation count at 0
* Fin. max-slew vios at 0
* Max Fanout on Critical Path at 30
* Hold wc startpoint: cnt1[0]
* CTS H-tree lvls at 3
* Endpoints failing setup at 0
* Post-synth tally of flip-flops with integrated enable at 3
* Most used DFF post-synth: dfxtp_1
* Top Ports at 34
* Inst Count DP at approximately 1.2k
* Clk sinks at 99
* CTS Buffer Depth at 2
* Yosys synthesis chip area at 0.00851 mm^2
* Top cells, area: dfxtp_1 (23%), xnor2_1 (16%), xor2_1 (7.6%), ha_1 (5.1%), nand3_1 (3.9%)
* Most numerous logic cell after layout: xnor2_1
* CTS Buf Count at 9
* Total die size at around 0.018 mm^2
* Vias after detailed routing at about 7.1k
* Reg clk slew, reported paths at ~0.070 ns
* Most numerous logic cells after layout: xnor2_1 (155), dfxtp_1 (96), nor2_1 (80)
* DRT antenna net count at 0
* Total Wirelength at ~23 mm
[state kept, by name (all words and copies together), names as in the netlist]
| register | flops |
|---|---|
| div_odd_2 | 1 |
| div_even | 1 |
| cnt1 | 32 |
| div_odd_1 | 1 |
| cnt2 | 32 |
| cnt3 | 32 |
[worst max-delay path: cells and delay by family]
kind / cells / cell delay, ns
AND/OR/NAND/NOR: 6 / 1.99
AND-OR/OR-AND: 1 / 0.15
XOR/XNOR: 2 / 0.42
buffers and inverters: 2 / 1.03
[cells by family after synthesis]
kind of cell | count (synthesis) | synth area share
muxes | 6 | 0.00721
and+or+nand+nor | 454 | 0.312
xor gates and xnor gates | 243 | 0.271
buffers and inverters | 92 | 0.0491
DFF | 99 | 0.237
AOI/OAI and AO/OA | 85 | 0.0718
adders and majority gates | 35 | 0.0515
other | 1 | 0.000441
[synthesized netlist by cell type, types with 18 or more instances]
master	count
and3_1	23
clkbuf_1	26
dfxtp_1	96
ha_1	35
inv_1	42
nand2_1	55
nand3_1	66
nand4_1	49
nor2_1	80
nor2b_1	34
nor3_1	23
nor4_1	26
o21ai_0	18
xnor2_1	155
xor2_1	74
[layer usage]
metal	vias to the layer above	share of wire	wire length, um	global-route usage
met5	-	0	0	0
met4	0	0.035	812	0.0837
met3	46	0.053	1230	0.0313
met2	205	0.44	10100	0.428
met1	3231	0.48	11000	0.435
li1	3634	-	-	-
[worst max-delay path by stage]
stage                      end  slack (ns)  depth (start not counted)
after global routing  cnt3[12]        0.62                         11
after CTS             cnt3[15]        0.92                         11
final                  cnt3[1]        0.90                         11
[per-stage QoR]
stage	utilization	total power [W]	instance area, um^2	worst slack (ns)	hold WS, ns
detailed placement	0.538	0.000390	8920	0.560	0.496
finish	0.563	0.000667	9340	0.897	0.516
global route	0.563	0.000703	9340	0.620	0.585
CTS	0.563	0.000674	9340	0.922	0.516
floorplan	-	0.000361	8510	1.65	0.452
global placement	0.538	0.000390	8920	0.612	0.494
[area by class of cell]
class                   count  share of cell area
clock buffers              10              0.0256
multi-input cells         824               0.652
repair buffers             40              0.0410
clock inverters            39              0.0200
flip-flops and latches     99               0.215
inverters                  41              0.0165
well taps                 220              0.0295
[report_power, final]
group          switching (W)   total, W  internal, W  leakage, nW
sequential        0.00000106   0.000288     0.000287        0.811
clock               0.000139   0.000297     0.000157        0.328
combinational      0.0000462  0.0000830    0.0000368         2.49
total               0.000187   0.000667     0.000481         3.63
No activity file was given, so power comes from the tool's default toggle rates.
