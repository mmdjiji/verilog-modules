### design/flow/config.mk
export PLATFORM = sky130hd
export DESIGN_NAME = div_250hz
export DESIGN_NICKNAME = div_250hz
export VERILOG_FILES = /design/flow/design.v
export SDC_FILE = /design/flow/constraint.sdc
export NUM_CORES = 4
export LEC_CHECK = 1
export CORE_UTILIZATION = 30
### design/flow/run.sh
#!/bin/bash
# OpenROAD 26Q1-2900-gdf79404cd8, Yosys 0.63+post, stock flow scripts
make -C /OpenROAD-flow-scripts/flow DESIGN_CONFIG=/design/flow/config.mk WORK_HOME=/design/flow/orfs finish
### design/flow/design.v
module div_250hz(clk, div);
input clk;
output reg div;
reg [31:0] count_reg1;
always @(posedge clk)
	if(count_reg1 == 99999)  
		begin
			div <= ~div;
			count_reg1 <= 0;
		end
	else
		begin
			count_reg1 <= count_reg1 + 1;
		end
endmodule
### design/flow/constraint.sdc
current_design div_250hz

set clk_period 4.7
set clk_io_pct 0.2

create_clock -name clk0 -period $clk_period [get_ports {clk}]

set non_clock_inputs [all_inputs -no_clocks]
set_input_delay [expr $clk_period * $clk_io_pct] -clock clk0 $non_clock_inputs
set_output_delay [expr $clk_period * $clk_io_pct] -clock clk0 [all_outputs]
==> flow_summary.json <==
{
  "outcome": "finished, final reports clean",
  "cp_slowest_cell": "clkdlybuf4s50_1",
  "setup_viol": 0,
  "crit_family": "buffers and inverters",
  "dp_hpwl_um": 1870,
  "cts_sinks": 33,
  "area_growth_pct": 14.2,
  "synth.top_cell.area_share": 0.447,
  "dp.cells": 204,
  "clk-insertion-delay-late_ns": 0.28,
  "cp.arrival_ns": 1.08,
  "top_cells_by_count": "dfxtp_1 (32), xnor2_1 (25), nand4_1 (18)",
  "maxSlewViolCount": 0,
  "worstSetupStartpointType": "flop",
  "drt.antenna.violating_nets": 0,
  "fin_crit_sh": 0.429,
  "post_cts_resize_count": 0,
  "hold_viol_final": 0,
  "clk_path_buf_depth": 2,
  "grt_use_total": 0.117,
  "drt_drc_violations_left": 0,
  "path_clk_slew_ns": 0.07,
  "cp_max_fo": 2,
  "worst-path-buf-inv": 1,
  "critPathMaxStageDelay_ns": 0.46,
  "min_path_type": "flop to flop",
  "nFillCells": 437,
  "leakagePower_nw": 0.487,
  "finalNonFillerCells": 212,
  "port_buffers": 1,
  "grt_max_degree": 12,
  "peakVddDrop_mv": 0.148,
  "yosys_warnings": 1,
  "yosys_cells": 152,
  "via_count": 1065,
  "grt_pass1_vias": 960,
  "core_um2": 4470,
  "yosysUniqueCellTypes": 24,
  "warning_count": 25,
  "rsz0062_at_grt": "false",
  "die_h_um": 71.1,
  "routedWlPerCell_um": 12.2,
  "cp_data_required_time_ns": 3.76,
  "top_cell": "dfxtp_1",
  "diodes": 0,
  "drt-initial-drc-count": 64,
  "edf_count": 1,
  "ys_ff": 33,
  "antenna_found_initial": 0,
  "numCtsBuffers": 5,
  "rows": 24,
  "vias_per_cell": 5.02,
  "grt_pass1_wl_um": 4550,
  "seq_power_share": 0.474,
  "routabilityCongestion": 0.826,
  "die_w_um": 71.1,
  "async_flop_share": 0,
  "setup.worst_path.class": "flop to output port",
  "p_switching_mw": 0.101,
  "cp-end-kind": "output port",
  "gr-total-overflow": 0,
  "clockRootBuffer": "clkbuf_8",
  "worstMarginPinSlew_ns": 0.748,
  "postCtsSetupBuffers": 0,
  "die_area_um2": 5060,
  "path_cells": "clkdlybuf4s50_1",
  "layout-drive-gt1-share": 0.0813,
  "max_freq_mhz": 496,
  "drv_cap": 0,
  "clock_skew_ns": 0.00847,
  "ios": 2,
  "ys_area_um2": 1430,
  "intPower_mw": 0.491,
  "synthCells": 152,
  "yosysTopAreaCell": "dfxtp_1",
  "comb_power_share": 0,
  "p_clk_frac": 0.526,
  "relSlewSlack": 0.500,
  "cts_hold_buf": 0,
  "period_needed_ns": 2.02,
  "power_density_nw_per_um2": 362,
  "ff_type": "dfxtp_1",
  "fin_tns_setup_ns": 0,
  "core_util_floorplan": 0.320,
  "netlist_area_um2": 1430,
  "cts_tree": "done",
  "htreeDepth": 2,
  "switching_share": 0.171,
  "syn_avg_cell_area_um2": 9.43,
  "routed_wl_um": 2590,
  "ys_seq_share": 0.468,
  "yosys-top-cells-area": "dfxtp_1 (45%), xnor2_1 (15%), nand4_1 (7.9%)",
  "firstDrtPassIters": 4
}
==> routing by layer <==
layer  global-route usage  part of all wire
met5                    0                 0
met4               0.0200             0.018
met3               0.0332             0.066
met2                0.157              0.40
met1                0.191              0.51
==> registers in the layout, indices dropped and copies added, names as in the netlist <==
name        flops
count_reg1     32
div             1
==> through the flow <==
stage	worst slack [ns]	util	power, mW	area [um^2]	hold WS (ns)
finish	2.68	0.366	0.593	1640	0.464
floorplan	3.14	-	0.287	1430	0.435
global placement	2.83	0.336	0.287	1500	0.455
global route	2.62	0.366	0.618	1640	0.502
CTS	2.67	0.366	0.603	1640	0.470
detailed placement	2.89	0.336	0.287	1500	0.459
==> cells in the final DEF, fill, tap and decap left out <==
cell	instances
and4bb_2	1
clkdlybuf4s50_1	1
nor4_1	8
inv_1	5
edfxtp_1	1
nand4_1	18
nor4b_4	1
nor3_2	2
bufinv_16	2
nor2b_1	1
nor3_1	4
o21ai_0	2
dfxtp_1	32
and3_1	5
or3_1	1
and2_1	2
ha_1	1
clkbuf_8	5
and4_1	2
clkinv_2	1
nor2_1	13
xor2_1	3
nand3_1	11
xnor2_1	25
a31o_2	1
nand2_1	11
a21oi_1	1
==> path summary, 6_finish.rpt <==
path / from / endpoint / slack, ns / cells after the start
max: div / div / 2.68 / 1
max reg2reg: count_reg1[25] / div / 2.86 / 3
min: count_reg1[31] / count_reg1[31] / 0.46 / 1
min reg2reg: count_reg1[31] / count_reg1[31] / 0.46 / 1
==> area by class of cell <==
type / instances / area, um^2 / area share
Clock buffer: 5 / 68.8 / 0.0420
Clock inverter: 3 / 65.1 / 0.0397
Tap cell: 52 / 65.1 / 0.0397
Inverter: 5 / 18.8 / 0.0115
Multi-Input combinational cell: 113 / 739 / 0.451
Sequential cell: 33 / 671 / 0.409
Timing Repair Buffer: 1 / 10.0 / 0.00611
==> logic make-up after synthesis <==
logic type	Yosys count	share of synthesized area
xor gates and xnor gates	28	0.171
AOI/OAI and AO/OA	4	0.0166
DFF	33	0.468
and+or+nand+nor	80	0.319
buffers and inverters	6	0.0166
adders and majority gates	1	0.00872
==> power by group through the flow <==
stage	registers [mW]	clock network, mW	logic, mW
after CTS	0.281	0.323	0.000000150
after global routing	0.280	0.337	0.000000150
final	0.281	0.312	0.000000150
Power and IR drop assume default switching activity.
